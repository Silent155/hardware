File: flow/run.sh
#!/bin/bash
# OpenROAD 26Q1-2900-gdf79404cd8, Yosys 0.63+post, stock flow scripts
make -C /OpenROAD-flow-scripts/flow DESIGN_CONFIG=/design/flow/config.mk WORK_HOME=/design/flow/orfs finish
File: flow/design.v
module mul2cycle (
  input  logic        clk,
  input  logic        rst_n,
  input  logic        start,
  input  logic [15:0] a,
  input  logic [15:0] b,
  output logic        busy,
  output logic        done,
  output logic [31:0] prod
);
  typedef enum logic [1:0] {
    IDLE  = 2'b00,
    C1    = 2'b01,
    C2    = 2'b10
  } state_e;
  state_e state, state_n;
  logic [15:0] a_q, b_q;
  logic [31:0] prod_q;
  always_ff @(posedge clk or negedge rst_n) begin
    if (!rst_n)
      state <= IDLE;
    else
      state <= state_n;
  end
  always_ff @(posedge clk or negedge rst_n) begin
    if (!rst_n) begin
      a_q   <= '0;
      b_q   <= '0;
      prod_q<= '0;
    end else begin
      if (start && (state == IDLE)) begin
        a_q <= a;
        b_q <= b;
      end
      if (state == C2) begin
        prod_q <= a_q * b_q;
      end
    end
  end
  always_comb begin
    state_n = state;
    done    = 1'b0;
    busy    = 1'b0;
    case (state)
      IDLE: begin
        busy = 1'b0;
        if (start) begin
          state_n = C1;
        end
      end
      C1: begin
        busy    = 1'b1;
        state_n = C2;
      end
      C2: begin
        busy    = 1'b1;
        done    = 1'b1;
        state_n = IDLE;
      end
    endcase
  end
  assign prod = prod_q;
endmodule
File: flow/config.mk
export PLATFORM = sky130hd
export DESIGN_NAME = mul2cycle
export DESIGN_NICKNAME = mul2cycle
export VERILOG_FILES = /design/flow/design.v
export SDC_FILE = /design/flow/constraint.sdc
export NUM_CORES = 4
export LEC_CHECK = 1
export CORE_UTILIZATION = 50
File: flow/constraint.sdc
current_design mul2cycle

set clk_period 11.4
set clk_io_pct 0.2

create_clock -name clk0 -period $clk_period [get_ports {clk}]

set non_clock_inputs [all_inputs -no_clocks]
set_input_delay [expr $clk_period * $clk_io_pct] -clock clk0 $non_clock_inputs
set_output_delay [expr $clk_period * $clk_io_pct] -clock clk0 [all_outputs]
==> reports/qor.csv <==
metric,value,unit
outcome,completed,
tool warnings,25,
number of synthesized flops with an enable pin,0,
"area leader, netlist",fa_1,
Hold Fails Final Rpt,0,
Die Y-Extent,153,um
clk slew on worst S/H paths,0.07,ns
number of cells in Yosys stat,1210,
ANT nets after route,0,
Tmin final,6.42,ns
"Primary FF master, synth",dfrtp_1,
DP Wirelength,21.5,mm
Yosys chip area,0.0114,mm2
Max Cap Viol,0,
CTS Buffer Depth,2,
area delta synth->final,9.72,%
global-route wire length before repair,45.3,mm
1st-iter DRT viols,323,
Post-Synthesis Cells,1210,
root buf cell,clkbuf_16,
# diodes,0,
WS Path Type,reg -> reg,
fp_density,51.6,%
global-route usage over all layers,26.6,%
CTS Hold Bufs,0,
fin. max-slew vios,0,
"Max stage delay cell, worst path",dfrtp_1,
Top cell area share,34.0,%
die width,153,um
"Remaining Overflow, GRT",0,
CP required,11.62,ns
vias in the first global route,8507,
Final Cell Area,0.0125,mm2
RePlAce Congestion,0.925,
worst skew pair latency,0.35,ns
Ports,69,
register share after synthesis,14.7,%
Arrival @ worst endpoint,6.63,ns
Vias,8213,
Die ar.,0.0234,mm2
drt pass-1 iters,5,
Unique cell types,65,
Residual DRC,0,
main area contributors after synthesis,"fa_1, dfrtp_1, ha_1",
placed inst area,0.0122,mm2
Synth async-reset ratio,100,%
H-tree Lvls,3,
Rel. slew slack,38.6,%
ordered cell list for the critical path,nand2_1 > fa_1 > inv_1 > fa_1 > inv_1 > fa_1 > inv_1 > fa_1 > fa_1 > inv_1 > fa_1 > inv_1 > ha_1 > a21oi_1 > o21ai_1 > a211oi_1 > o221ai_2 > mux2i_1 > or3_1,
Setup crit end kind,flip-flop,
share of layout cells above drive strength 1,6.74,%
routed length per instance,17.9,um
clk_skew,0.0109,ns
max incr delay on CP,0.83,ns
Final Cycle Share,56.3,%
Max Fclk,0.156,GHz
slew of the pin with the lowest slew margin,0.898,ns
TritonCTS Sinks,67,
Yosys Warn Count,1,
unrepaired setup endpoints after global routing,no,
initial antenna violation count,0,
setup TNS,0,ns
DR vias/cell,5.38,
Synth flops,67,
core area,0.0221,mm2
final core utilization,56.7,%
Cell Rows,54,
post-CTS sizing,0,
worst hold path class,reg -> reg,
critical path's most frequent cell,fa_1,
CTS buffer count,9,
Port-buffer cells,68,
element type at the critical path start,flip-flop,
largest net degree at the start of global routing,50,
Setup-failing EPs final,0,
final wirelength,27.4,mm
Post-Syn Area per Cell,9.43,um2
most numerous logic cell after layout,inv_1,
TritonCTS clock tree,done,
Syn Std Cell Area,0.0114,mm2
cell family with most CP delay,adder cells,
Bufs and invs on worst path,5,
Top Layout Cells,"inv_1, fa_1, nand2_1, and2_1, ha_1",
Post-CTS Setup Bufs,0,
CP max FO,17,
[Yosys cell counts (3+ instances only)]
master	instances
a211oi_1	4
o211ai_1	4
a211o_1	5
a21o_1	12
clkbuf_8	3
xnor2_1	9
o21ai_0	18
dfrtp_1	66
nand2_1	174
nand3_1	11
clkbuf_1	38
nor2_1	17
buf_1	4
a2111o_1	3
or4_1	3
nand4_1	9
o21a_1	8
buf_6	4
fa_1	194
or2_2	3
and2_1	124
ha_1	104
and3_1	5
mux2_2	42
o311ai_0	6
or3_1	3
a2111oi_0	3
inv_1	233
nand2b_1	4
o31ai_1	7
and4_1	3
o21bai_1	3
nor3_1	10
a21oi_1	33
buf_4	4
[state kept, by name (all words and copies together), names as in the netlist]
| signal | count |
|---|---|
| prod_q | 32 |
| a_q | 16 |
| state | 3 |
| b_q | 16 |
[kinds of logic (layout without fill, tap and decap cells)]
| logic type | after synthesis | after routing | share of synthesized area [%] |
|---|---|---|---|
| compound gates | 127 | 127 | 8.10 |
| xor+xnor | 10 | 10 | 0.768 |
| fa+ha+maj | 298 | 298 | 45.4 |
| buf+inv | 288 | 324 | 10.2 |
| flops | 67 | 67 | 14.7 |
| mux | 44 | 44 | 4.32 |
| simple gates | 376 | 376 | 16.5 |
[per-stage QoR]
step                      hold slack [ns]  setup slack, ns  std cells
after floorplan                     0.346             5.59       1210
after global placement              0.363             5.05       1510
after detailed placement            0.362             5.02       1510
after CTS                           0.379             4.97       1526
after global routing                0.397             4.54       1526
final                               0.374             4.98       1526
[layer usage]
layer	part of all wire, %	global-route usage [%]	vias up
li1	-	-	3845
met1	41	39.7	4130
met2	51	43.3	208
met3	5.0	5.20	30
met4	2.4	5.00	0
met5	0	0	-
[final cells by class]
cell class              count  area (um2)
clock buffers              11         253
clock inverters             5        61.3
fillers                  2015        9580
inverters                 233         875
multi-input cells         855        8570
flip-flops and latches     67        1680
well taps                 280         350
repair buffers             75         728
[path summary, 6_finish.rpt]
check,start,to,slack (ns),depth (start not counted)
setup / recovery,b_q[8]$_DFFE_PN0P_,prod_q[28]$_DFFE_PN0P_,4.98,19
hold / removal,state[2]$_DFF_PN0_,state[1]$_DFF_PN0_,0.37,0
setup reg to reg,b_q[8]$_DFFE_PN0P_,prod_q[28]$_DFFE_PN0P_,4.98,19
hold reg to reg,state[2]$_DFF_PN0_,state[1]$_DFF_PN0_,0.37,0
max in group asynchronous,rst_n,b_q[6]$_DFFE_PN0P_,8.48,2
min in group asynchronous,rst_n,prod_q[9]$_DFFE_PN0P_,1.87,1
[worst reg2reg max path: cells and delay by family, from the launching register on]
family / cells / cell delay [ns]
muxes: 1 / 0.15
adders and majority gates: 7 / 3.36
buffers and inverters: 5 / 0.26
AOI/OAI and AO/OA: 4 / 1.16
DFF: 1 / 0.83
and+or+nand+nor: 2 / 0.53
