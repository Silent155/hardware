### /design/flow/design.v
module mac_fpga (
    input signed [7:0]bin0,
    input signed [7:0]bin1,
    input signed [7:0]ain0,
    input signed [7:0]ain1,
    input signed [15:0]cSumin,
    output signed [15:0]cSumout
);
    wire signed [15:0]mult1;
    wire signed [15:0]mult2;
    wire signed [15:0]add1;
    assign mult1 = ain0*bin0;
    assign mult2 = ain1*bin1;
    assign add1 = mult1+mult2;
    assign cSumout = add1+cSumin;
endmodule
### /design/flow/run.sh
#!/bin/bash
# OpenROAD 26Q1-2900-gdf79404cd8, Yosys 0.63+post, stock flow scripts
make -C /OpenROAD-flow-scripts/flow DESIGN_CONFIG=/design/flow/config.mk WORK_HOME=/design/flow/orfs finish
### /design/flow/config.mk
export PLATFORM = sky130hd
export DESIGN_NAME = mac_fpga
export DESIGN_NICKNAME = mac_fpga
export VERILOG_FILES = /design/flow/design.v
export SDC_FILE = /design/flow/constraint.sdc
export NUM_CORES = 4
export LEC_CHECK = 1
export CORE_UTILIZATION = 50
### /design/flow/constraint.sdc
current_design mac_fpga

set clk_period 12.4
set clk_io_pct 0.2

create_clock -name clk0 -period $clk_period

set non_clock_inputs [all_inputs -no_clocks]
set_input_delay [expr $clk_period * $clk_io_pct] -clock clk0 $non_clock_inputs
set_output_delay [expr $clk_period * $clk_io_pct] -clock clk0 [all_outputs]
==> notes.md <==
From the run reports.

- The worst min-delay path class is input port to output pin.
- The post-route non-filler standard cell count is about 840.
- The number of design rule violations left after detail routing reads 0.
- The largest net degree at the start of global routing is 9.
- The startpoint-to-endpoint class of the critical path is input port to output pin.
- The worst endpoint required time is 9.92 ns.
- Measured along the y axis, the die boundary spans about 110 um.
- The final core area utilization reads 0.588.
- The number of maximum-capacitance violations recorded for the run is 0.
- The total of warnings raised by yosys is 0.
- The yosys stat cell total reads about 630.
- Once detail routing completed, the nets flagged for antenna violations numbered 0.
- Adding up every negative setup slack in the final design gives 0 ns.
- The most area-hungry cell type in the Yosys netlist reads sky130_fd_sc_hd__fa_1.
- The iteration count recorded for the first detailed-route pass is 4.
- The run finished with clean final reports.
- The initial core utilization reads 0.517.
- The slew at the pin with the worst max-slew slack reads between 0.4 and 0.5 ns.
- The remaining global-route overflow is 0.
- The worst path meets setup with around 1.3 ns of slack.
- After its last routability iteration, the placer logged a weighted congestion of roughly 0.87.
- The number of rows in the core area reads 39.
- The wire length of the first global-routing pass reads 20600 um.
- The post-cts hold-fix buffer tally is 0.
- The share of the cycle needed by the critical path after routing is 0.895.
- In the layout the commonest cells are 200 x sky130_fd_sc_hd__inv_1, 148 x sky130_fd_sc_hd__fa_1, 80 x sky130_fd_sc_hd__and2_1.
- The largest driver fanout on the critical path reads 8.
- The via count of the routed design is around 4100.
- The signed area change from the synthesized netlist to the final layout is 13.8%.
- The max-slew violation count is 0.
- The timing-limited maximum frequency is 0.0901 GHz.
- The worst hold path begins at cSumin[0].
- The number of global-route vias before repair was approximately 4400.
- The worst setup slack after placement reads between 1 and 1.5 ns.
- The most frequently placed logic cell in the final layout is sky130_fd_sc_hd__inv_1.
- The fraction of post-synthesis cell area in the top cell type by area is 0.500.
- Before any placement, the netlist area is recorded as roughly 5900 sq um.
- The critical path launch point type is an input port.
- The final worst hold slack is about 6.1 ns.
- The type of element capturing the critical path is an output pin.
- For this block, the routed nets add up to approximately 12000 um of wire.
- The overall die size recorded for this design is between 10000 and 15000 sq um.
- The minimum clock period after layout is about 11 ns.
- The antenna cell count is 0.
- The share of cells above drive strength 1 is 0.00430.
- The average routed wire per standard cell is 13.9 um.
- The final count of hold timing violations is 0.
- The core area is 11500 sq um.
- The register area reads 0 sq um.
- The count of cell types in the netlist reads 32.
- The gate count after technology mapping reads ~630.
- Hold analysis shows the worst path with a depth of 4.
- The synthesized area per cell is 9.34 sq um.
- The critical path data arrival time reads about 8.6 ns.
- The number of buffers added for setup after CTS reads 0.
- The number of clock-tree buffers in the layout reads 0.
- Setup repair after global routing left no endpoint under its margin.
- The wire-length estimate of the detail-placed layout is about 11000 um.
- The number of gates resized after CTS reads 0.
- For this run, the chip area from Yosys synthesis comes to approximately 6000 sq um.
- Per the placement log, port buffering inserted roughly 64 buffers.
- The die is roughly 110 um wide.
- Per the placement report, the placed cell count is 840.
- The flop count reads 0.
- For this run, the total global-route usage over all layers was measured as 0.227.
- The number of top-level pins is around 64.
- After detailed routing, the number of vias per cell comes to roughly 4.9.
- The count of endpoints failing setup in the final report reads 0.
- The count of warning messages emitted by the tools reads 33.
- The main area contributors are sky130_fd_sc_hd__fa_1 50%, sky130_fd_sc_hd__ha_1 15%, sky130_fd_sc_hd__inv_1 13%.
- The portion of the post-synthesis area used by sequential elements is 0.
- The worst hold endpoint reads cSumout[0].
- The number of antenna violations at the first check in global routing reads 0.
- In this run the tightest slew margin relative to its limit is 0.701.
- The number of DRC violations after detailed-routing iteration 0 is 125.
[worst max-delay path, stage by stage]
cell and delay [ns]:
sky130_fd_sc_hd__clkdlybuf4s50_1 0.60, sky130_fd_sc_hd__and2_1 0.45, sky130_fd_sc_hd__inv_1 0.16, sky130_fd_sc_hd__fa_1 0.50, sky130_fd_sc_hd__fa_1 0.52, sky130_fd_sc_hd__inv_1 0.05
sky130_fd_sc_hd__fa_1 0.44, sky130_fd_sc_hd__fa_1 0.49, sky130_fd_sc_hd__fa_1 0.49, sky130_fd_sc_hd__inv_1 0.05, sky130_fd_sc_hd__fa_1 0.47, sky130_fd_sc_hd__inv_1 0.04
sky130_fd_sc_hd__ha_1 0.32, sky130_fd_sc_hd__a211oi_1 0.22, sky130_fd_sc_hd__o211ai_1 0.15, sky130_fd_sc_hd__and2_1 0.24, sky130_fd_sc_hd__a31oi_1 0.32, sky130_fd_sc_hd__xnor2_1 0.16
sky130_fd_sc_hd__clkdlybuf4s50_1 0.47
[layout make-up]
type	instances	area [sq um]
inverter	201	754
fill	1034	4730
multi-input combinational	432	5160
tap	143	179
timing repair buffer	64	641
[cell usage after synthesis]
master and number:
sky130_fd_sc_hd__o21a_1 2, sky130_fd_sc_hd__inv_1 200, sky130_fd_sc_hd__xnor3_1 1, sky130_fd_sc_hd__and2_1 80
sky130_fd_sc_hd__fa_1 148, sky130_fd_sc_hd__a31oi_1 3, sky130_fd_sc_hd__xnor2_2 1, sky130_fd_sc_hd__nor2_1 18
sky130_fd_sc_hd__o21ai_0 5, sky130_fd_sc_hd__ha_1 73, sky130_fd_sc_hd__nor2b_1 1, sky130_fd_sc_hd__nor4_1 1
sky130_fd_sc_hd__mux2_2 1, sky130_fd_sc_hd__a311oi_1 2, sky130_fd_sc_hd__o211a_1 1, sky130_fd_sc_hd__clkinv_1 1
sky130_fd_sc_hd__o311ai_1 1, sky130_fd_sc_hd__nor3_1 1, sky130_fd_sc_hd__xnor2_1 24, sky130_fd_sc_hd__a211oi_1 2
sky130_fd_sc_hd__nand2_2 1, sky130_fd_sc_hd__o21bai_1 1, sky130_fd_sc_hd__a21oi_1 8, sky130_fd_sc_hd__o211ai_1 3
sky130_fd_sc_hd__a21o_1 4, sky130_fd_sc_hd__nand2_1 37, sky130_fd_sc_hd__clkbuf_1 1, sky130_fd_sc_hd__nand3_1 3
sky130_fd_sc_hd__or3_1 1, sky130_fd_sc_hd__xor2_1 3, sky130_fd_sc_hd__nand2b_1 5, sky130_fd_sc_hd__o2111ai_1 1
[per-stage QoR]
stage	instance area (sq um)
2_1_floorplan	5920
3_3_place_gp	6740
3_5_place_dp	6740
4_1_cts	6740
5_1_grt	6740
6_report	6740
[metal layers]
layer	global-route usage	wire, um	vias to the layer above	part of all wire
met5	0	0	-	0
met3	0.0245	483	12	0.041
met2	0.382	6200	98	0.53
met1	0.349	4770	2075	0.41
met4	0.0302	218	0	0.019
li1	-	-	1959	-
[how the worst max path moves through the flow]
stage / start / end / slack (ns)
CTS: bin1[0] / cSumout[15] / 1.26
global route: bin1[0] / cSumout[15] / 1.00
finish: bin1[0] / cSumout[15] / 1.30
[cell families (layout without fill, tap and decap cells)]
group | after synthesis | count (layout) | synth area share
adders and majority gates | 221 | 221 | 0.654
buffers and inverters | 202 | 265 | 0.128
and+or+nand+nor | 148 | 148 | 0.132
AOI/OAI and AO/OA | 33 | 33 | 0.0370
xor gates and xnor gates | 29 | 29 | 0.0465
muxes | 1 | 1 | 0.00190
